--- flow/config.mk ---
export PLATFORM = sky130hd
export DESIGN_NAME = async_fifo
export DESIGN_NICKNAME = async_fifo
export VERILOG_FILES = /design/flow/design.v
export SDC_FILE = /design/flow/constraint.sdc
export NUM_CORES = 4
export LEC_CHECK = 1
export CORE_AREA = 10 10 70 70
export DIE_AREA = 0 0 80 80
--- flow/constraint.sdc ---
current_design async_fifo

set clk_period 1.8
set clk_io_pct 0.2

create_clock -name clk0 -period $clk_period [get_ports {rd_clk}]
create_clock -name clk1 -period $clk_period [get_ports {wr_clk}]

set non_clock_inputs [all_inputs -no_clocks]
set_input_delay [expr $clk_period * $clk_io_pct] -clock clk0 $non_clock_inputs
set_output_delay [expr $clk_period * $clk_io_pct] -clock clk0 [all_outputs]
--- flow/design.v ---
module async_fifo #(
    parameter DATA_W = 65,
    parameter ADDR_W = 3
)(
    input  wire                 wr_clk,
    input  wire                 rd_clk,
    input  wire                 rst,
    input  wire                 wr_fire,
    input  wire [DATA_W-1:0]    wr_data,
    output wire                 full,
    output wire                 fifo_full,
    input  wire                 rd_fire,
    output reg  [DATA_W-1:0]    rd_data,
    output wire                 empty,
    output wire                 fifo_empty
);
    localparam DEPTH = 1 << ADDR_W;
    reg [DATA_W-1:0] mem [0:DEPTH-1];
    reg  [ADDR_W:0] wptr_bin, rptr_bin;
    wire [ADDR_W:0] wptr_gray, rptr_gray;
    wire [ADDR_W:0] wptr_gray_rdclk, rptr_gray_wrclk;
    genvar i;
    generate
        for (i=0; i<=ADDR_W; i=i+1) begin
            bit_sync sw(.clk(rd_clk), .rst(rst), .d(wptr_gray[i]), .q(wptr_gray_rdclk[i]));
            bit_sync sr(.clk(wr_clk), .rst(rst), .d(rptr_gray[i]), .q(rptr_gray_wrclk[i]));
        end
    endgenerate
    bin2gray #(ADDR_W) b2g_w (.bin(wptr_bin), .gray(wptr_gray));
    bin2gray #(ADDR_W) b2g_r (.bin(rptr_bin), .gray(rptr_gray));
    always @(posedge wr_clk or posedge rst) begin
        if (rst)
            wptr_bin <= 0;
        else if (wr_fire && !full) begin
            mem[wptr_bin[ADDR_W-1:0]] <= wr_data;
            wptr_bin <= wptr_bin + 1;
        end
    end
    always @(posedge rd_clk or posedge rst) begin
        if (rst) begin
            rptr_bin <= 0;
            rd_data  <= 0;
        end else if (rd_fire && !empty) begin
            rd_data  <= mem[rptr_bin[ADDR_W-1:0]];
            rptr_bin <= rptr_bin + 1;
        end
    end
    assign fifo_empty = (rptr_gray == wptr_gray_rdclk);
    assign full  = (wptr_gray == {
                    ~rptr_gray_wrclk[ADDR_W:ADDR_W-1],
                     rptr_gray_wrclk[ADDR_W-2:0]
                   });
    assign fifo_full  = (wptr_gray == {
                        ~rptr_gray_wrclk[ADDR_W:ADDR_W-1],
                         rptr_gray_wrclk[ADDR_W-2:0]
                       });
endmodule
module bin2gray #(parameter W=3)(
    input  wire [W:0] bin,
    output wire [W:0] gray
);
    assign gray = (bin >> 1) ^ bin;
endmodule
module bit_sync (
    input  wire clk,
    input  wire rst,
    input  wire d,
    output reg  q
);
    reg q1;
    always @(posedge clk or posedge rst) begin
        if (rst) begin
            q1 <= 1'b0;
            q  <= 1'b0;
        end else begin
            q1 <= d;
            q  <= q1;
        end
    end
endmodule
module cdc_handshake_ctrl (
    input  wire src_clk,
    input  wire src_rst,
    input  wire src_req,
    output reg  src_ready,
    input  wire dst_clk,
    input  wire dst_rst,
    output reg  dst_valid,
    input  wire dst_done
);
    reg req_src;
    reg ack_dst;
    wire req_dst_sync;
    wire ack_src_sync;
    bit_sync sync_req (.clk(dst_clk), .rst(dst_rst), .d(req_src), .q(req_dst_sync));
    bit_sync sync_ack (.clk(src_clk), .rst(src_rst), .d(ack_dst), .q(ack_src_sync));
    always @(posedge src_clk or posedge src_rst) begin
        if (src_rst) begin
            req_src   <= 1'b0;
            src_ready <= 1'b1;
        end else begin
            if (src_req && src_ready) begin
                req_src   <= 1'b1;
                src_ready <= 1'b0;
            end else if (ack_src_sync) begin
                req_src   <= 1'b0;
                src_ready <= 1'b1;
            end
        end
    end
    always @(posedge dst_clk or posedge dst_rst) begin
        if (dst_rst) begin
            dst_valid <= 1'b0;
            ack_dst   <= 1'b0;
        end else begin
            if (req_dst_sync && !dst_valid)
                dst_valid <= 1'b1;
            if (dst_valid && dst_done) begin
                dst_valid <= 1'b0;
                ack_dst   <= 1'b1;
            end else begin
                ack_dst <= 1'b0;
            end
        end
    end
endmodule
--- flow/run.sh ---
#!/bin/bash
# OpenROAD 26Q1-2900-gdf79404cd8, Yosys 0.63+post, stock flow scripts
make -C /OpenROAD-flow-scripts/flow DESIGN_CONFIG=/design/flow/config.mk WORK_HOME=/design/flow/orfs finish
==> flow_metrics.env <==
# physical design summary
export IMPL_setup_violations=0
export IMPL_fp_util=0.272
export IMPL_first_pass_iters=2
export IMPL_place_gp_congestion=0.708
export IMPL_vias=431
export IMPL_dpl_hpwl_um=1310
export IMPL_utilization=0.260
export IMPL_critPathSlowestCell="dfrtp_1"
export IMPL_num_io_pins=139
export IMPL_crit_path_start="wptr_bin[2]"
export IMPL_hold_path_class="flop to flop"
export IMPL_whs_ps=344
export IMPL_antenna_diode_count=0
export IMPL_ys_seq_frac=0.323
export IMPL_wl_met1_um=548
export IMPL_hold_depth=0
export IMPL_first_iter_violations=10
export IMPL_grt_pass1_vias=569
export IMPL_tns_ps=0
export IMPL_worstPathRequired_ps=1440
export IMPL_hold_start="genblk1[3].sw.q1"
export IMPL_synth_seq_cells=12
export IMPL_grt_max_degree=13
export IMPL_avgSynthCellArea_um2=9.67
export IMPL_syn_cell_area_um2=928
export IMPL_antenna_found_initial=0
export IMPL_max_cap_viol_count=0
export IMPL_die_width_um=80
export IMPL_area_growth_syn_to_layout_pct=-4.18
export IMPL_grt_pass1_wl_um=2240
export IMPL_clk_pin_slew_ps=50
export IMPL_crit_path_end_kind="output pin"
export IMPL_yosysWarnings=4
export IMPL_dr_wl_met2_um=777
export IMPL_cpPeakStageDelay_ps=410
export IMPL_cts_hold_buffers=0
export IMPL_fill_cells=371
export IMPL_r2r_start="wptr_bin[2]"
export IMPL_grt_usage=0.0414
export IMPL_final_max_slew_viol_count=0
export IMPL_die_area_um2=6400
export IMPL_reg2regPathDepth=5
export IMPL_clock_skew_ps=0.268
export IMPL_wire_per_inst_um=9.52
export IMPL_whs_endpoint="genblk1[3].sw.q"
export IMPL_cts_tree="yes"
export IMPL_yosysCellCount=96
export IMPL_yosys_top_cells_area="buf_4 54%, dfrtp_1 32%, ha_1 4.0%, xnor2_1 2.8%, inv_1 1.6%"
export IMPL_top_layer="met4"
export IMPL_post_place_cells=150
export IMPL_via_per_inst=2.75
export IMPL_path_cells="ha_4, or3b_4, inv_2, buf_2"
export IMPL_drive_above_1_share=0.189
export IMPL_wirelength_um=1490
export IMPL_cp_arrival_ps=1440
export IMPL_rows=21
export IMPL_synth_cell_type_count=12
export IMPL_synth_top_cell_area_share=0.542
export IMPL_yosysChipArea_um2=928
export IMPL_dieHeight_um=80
export IMPL_mostFrequentLayoutCells="66 x conb_1, 11 x dfrtp_1, 6 x clkbuf_4, 6 x buf_4"
export IMPL_critPathKind="flop to output pin"
export IMPL_timing_reg2reg_setup_slack_ps=270
export IMPL_vdd_drop_max_uv=272
export IMPL_power_density_nw_per_um2=1280
export IMPL_syn_inst=96
export IMPL_grt_ovfl_total=0
export IMPL_finalHoldViolations=0
export IMPL_finalNonFillerCells=157
export IMPL_top_area_cell="buf_4"
export IMPL_rsz0062_at_grt="yes"
export IMPL_crit_fanout=3
export IMPL_final_common_cell="conb_1"
export IMPL_cp_start_kind="flop"
export IMPL_portBuffers=5
export IMPL_coreArea_um2=3420
export IMPL_warnings=94
export IMPL_timing_rr_end="wptr_bin[3]"
export IMPL_ant_nets=0
export IMPL_outcome="finished clean"
export IMPL_cts_sinks=12
export IMPL_power_leakage_nw=0.500
export IMPL_wl_met3_um=149
export IMPL_route_detailed_drc=0
[sequential cells by signal, indices dropped and copies added, names as in the netlist]
register       count
genblk1.sw.q       4
genblk1.sw.q1      4
wptr_bin           4
[cells by family after synthesis]
group	count (synthesis)	share of synthesized area
other cells	1	0.00404
compound gates	1	0.0108
simple gates	5	0.0350
flops	12	0.323
buf+inv	71	0.558
fa+ha+maj	3	0.0404
xor+xnor	3	0.0283
[stage by stage]
stage | total power, mW | instance area, um^2 | setup WS [ps]
floorplan | 0.740 | 1170 | 198
global placement | 0.830 | 815 | -187
detailed placement | 0.833 | 815 | -188
CTS | 1.14 | 883 | -10.9
global route | 1.26 | 890 | -46.1
finish | 1.14 | 890 | 1.08
[report_power, final]
part           switching (mW)  internal (mW)
Combinational           0.146          0.257
Sequential             0.0811          0.415
Clock                  0.0863          0.150
Total                   0.313          0.822
[Yosys cell counts]
| cell type | count |
|---|---|
| ha_1 | 3 |
| nand3_1 | 1 |
| xnor2_1 | 3 |
| a22o_2 | 1 |
| buf_4 | 67 |
| nor4_1 | 1 |
| dfrtp_1 | 12 |
| nand4_1 | 1 |
| conb_1 | 1 |
| or3b_4 | 1 |
| nand2_1 | 1 |
| inv_1 | 4 |
[cell type report]
cell class | count | area, um^2 | share of cell area
clock buffer | 6 | 45.0 | 0.0506
tap | 46 | 57.6 | 0.0647
timing repair buffer | 11 | 85.1 | 0.0956
sequential | 12 | 302 | 0.339
inverter | 4 | 15.0 | 0.0169
multi-input combinational | 78 | 385 | 0.433
[worst max-delay path, delay by kind of cell (launching register included)]
kind	cells	cell delay [ps]
DFF	1	410
and+or+nand+nor	1	400
adders and majority gates	1	260
buffers and inverters	2	140
[routing by layer]
layer | track usage | vias to the layer above
met1 | 0.0383 | 196
li1 | - | 194
met2 | 0.0770 | 39
met4 | 0.0158 | 0
met5 | 0 | -
met3 | 0.0182 | 2
[timing repair]
item	CTS	global route
buffers inserted	1	0
resized	10	1
endpoints found under the setup margin	2	3
pin swaps	3	2
[how the worst max path moves through the flow]
| stage | end |
|---|---|
| CTS | fifo_full |
| finish | fifo_full |
| global route | fifo_full |
Power figures rest on the tool's default switching activity, not on a simulated workload.
