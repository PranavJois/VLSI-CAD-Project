==> flow/design.v <==
module apb_async_bridge(
    input clk_a, clk_b, rst,
    input  [31:0] paddr_a, pwdata_a,
    input         pwrite_a, psel_a, penable_a,
    output reg    pready_a,
    output reg [31:0] prdata_a,
    output reg [31:0] paddr_b, pwdata_b,
    output reg        pwrite_b, psel_b, penable_b,
    input             pready_b,
    input  [31:0]     prdata_b
);
reg req_a, req_b;
reg [1:0] state;
always @(posedge clk_a or posedge rst) begin
    if (rst) begin
        req_a <= 0;
        pready_a <= 0;
    end else begin
        pready_a <= 0;
        if (psel_a && penable_a && !req_a)
            req_a <= 1;
        if (req_b) begin
            pready_a <= 1;
            prdata_a <= prdata_b;
            req_a <= 0;
        end
    end
end
always @(posedge clk_b or posedge rst) begin
    if (rst)
        req_b <= 0;
    else
        req_b <= req_a;
end
always @(posedge clk_b or posedge rst) begin
    if (rst) begin
        state <= 0;
        psel_b <= 0;
        penable_b <= 0;
    end else begin
        case (state)
            0: if (req_b) begin
                paddr_b  <= paddr_a;
                pwdata_b <= pwdata_a;
                pwrite_b <= pwrite_a;
                psel_b   <= 1;
                penable_b<= 0;
                state    <= 1;
            end
            1: begin
                penable_b <= 1;
                state <= 2;
            end
            2: if (pready_b) begin
                psel_b <= 0;
                penable_b <= 0;
                state <= 0;
            end
        endcase
    end
end
endmodule
module apb_master(
    input clk, rst,
    output reg [31:0] paddr,
    output reg [31:0] pwdata,
    output reg pwrite,
    output reg psel,
    output reg penable,
    input pready,
    input [31:0] prdata,
    output reg [31:0] result,
    output reg done
);
reg [2:0] state;
always @(posedge clk or posedge rst) begin
    if (rst) begin
        state   <= 0;
        psel    <= 0;
        penable <= 0;
        done    <= 0;
    end else begin
        case (state)
            0: begin
                paddr  <= 32'h00000004;
                pwdata <= 32'h12345678;
                pwrite <= 1;
                psel   <= 1;
                penable<= 0;
                state  <= 1;
            end
            1: begin
                penable <= 1;
                if (pready) begin
                    psel    <= 0;
                    penable <= 0;
                    state   <= 2;
                end
            end
            2: begin
                paddr  <= 32'h00000004;
                pwrite <= 0;
                psel   <= 1;
                penable<= 0;
                state  <= 3;
            end
            3: begin
                penable <= 1;
                if (pready) begin
                    result <= prdata;
                    psel   <= 0;
                    penable<= 0;
                    done   <= 1;
                    state  <= 4;
                end
            end
            4: begin
            end
        endcase
    end
end
endmodule
module apb_slave(
    input clk, rst,
    input [31:0] paddr, pwdata,
    input pwrite, psel, penable,
    output reg pready,
    output reg [31:0] prdata
);
reg [31:0] mem;
always @(posedge clk or posedge rst) begin
    if (rst) begin
        mem <= 0;
        pready <= 0;
    end else begin
        pready <= 0;
        if (psel && penable) begin
            pready <= 1;
            if (pwrite)
                mem <= pwdata;
            else
                prdata <= mem;
        end
    end
end
endmodule
module clk_divider (clk, clk_b);
input clk;
output reg clk_b;
always @(posedge clk) begin
    clk_b <= clk;
end
endmodule
module top(
    input clk_a,
    input rst,
    output [31:0] result,
    output done
);
wire [31:0] paddr_a, pwdata_a, prdata_a;
wire pwrite_a, psel_a, penable_a, pready_a;
wire clk_b;
wire [31:0] paddr_b, pwdata_b, prdata_b;
wire pwrite_b, psel_b, penable_b, pready_b;
clk_divider divider(clk_a, clk_b);
apb_master M(clk_a, rst, paddr_a, pwdata_a, pwrite_a, psel_a, penable_a,
             pready_a, prdata_a, result, done);
apb_async_bridge B(clk_a, clk_b, rst,
             paddr_a, pwdata_a, pwrite_a, psel_a, penable_a,
             pready_a, prdata_a,
             paddr_b, pwdata_b, pwrite_b, psel_b, penable_b,
             pready_b, prdata_b);
apb_slave S(clk_b, rst, paddr_b, pwdata_b, pwrite_b, psel_b, penable_b,
            pready_b, prdata_b);
endmodule
==> flow/run.sh <==
#!/bin/bash
# OpenROAD 26Q1-2900-gdf79404cd8, Yosys 0.63+post, stock flow scripts
make -C /OpenROAD-flow-scripts/flow DESIGN_CONFIG=/design/flow/config.mk WORK_HOME=/design/flow/orfs finish
==> flow/config.mk <==
export PLATFORM = sky130hd
export DESIGN_NAME = top
export DESIGN_NICKNAME = top
export VERILOG_FILES = /design/flow/design.v
export SDC_FILE = /design/flow/constraint.sdc
export NUM_CORES = 4
export LEC_CHECK = 1
export CORE_AREA = 10 10 90 90
export DIE_AREA = 0 0 100 100
==> flow/constraint.sdc <==
current_design top

set clk_period 1.5
set clk_io_pct 0.2

create_clock -name clk0 -period $clk_period [get_ports {clk_a}]

set non_clock_inputs [all_inputs -no_clocks]
set_input_delay [expr $clk_period * $clk_io_pct] -clock clk0 $non_clock_inputs
set_output_delay [expr $clk_period * $clk_io_pct] -clock clk0 [all_outputs]
==> results.txt <==
Implementation results are summarized by area below.

Setup path
The slowest stage cell on the critical path is sky130_fd_sc_hd__edfxtp_1. Counting both buffers and inverters, the worst setup path holds a total of 3. Among all stages on the critical path, the maximum delay recorded is 0.40 ns.

The cell family contributing the most delay on the critical path is flip-flops. The worst register-to-register path has a setup slack of 0.53 ns. Counting buffers and inverters, the worst setup path is 3 cells deep.

The critical path launch point type is a flip-flop. Looking at the critical path, the highest net fanout was 6. Counting cells, the worst reg-to-reg path comes to 2. The required time of the critical path is 1.20 ns. The cell sequence reported for the critical path is buf_4, buf_16, buf_2. The reg-to-reg critical path startpoint is M.state[0]$_DFF_PP1_.

The path type of the worst setup path is flip-flop to output pin. Looking at the reg2reg group, the worst path ends at M.pwrite$_DFFE_PP_. The arrival time of data at the worst endpoint is listed as 1.13 ns. STA classifies the critical path endpoint as an output pin.

Logic synthesis
The share of synthesized area in the top cell type comes to 0.362. The total of warnings raised by yosys is 4. The sequential fraction of the synthesis area is 0.577. Per the synthesis report, the number of distinct cell types is 24. The post-synthesis instance area is 1040 um2.

The flop and latch count out of synthesis is 23. The chip area estimate from yosys synthesis is 1040 um2. The number of cells produced by synthesis is 92. The average cell area after synthesis is 11.3 um2. The cell count listed in synth_stat.txt is 92. In the post-synthesis netlist, the biggest area contributors are sky130_fd_sc_hd__dfrtp_1 36%, sky130_fd_sc_hd__buf_4 22%, sky130_fd_sc_hd__edfxtp_1 14%. Looking at area per cell type in the netlist, the leader is sky130_fd_sc_hd__dfrtp_1.

Pwr
The share of power burned in combinational logic is 0.035. The proportion of total power due to net switching is 0.180. The overall power is 904 uW. The peak ir drop on the vdd network is 0.315 mV. The total leakage power is 0.590 nW. The internal portion of the total power is 741 uW. The power report attributes to the clock group a share of 0.548. Total power normalized to cell area comes to 729 nW/um2.

Per the OpenROAD power report, switching power amounts to 163 uW. The portion of total power attributed to sequential cells is 0.416.

Timing
The count of endpoints without a timing constraint is 14. The post-route clock skew is 0.00100 ns. Based on the critical path, the design can be clocked at up to 700 MHz. In the finished design, the share of the clock period the worst path needs comes to 0.953. The number of register pins that no clock reaches is 10.

The critical path in the final layout is reported with a setup slack of 0.0708 ns. The minimum clock period is 1.43 ns. The final timing report lists a hold violation count of 1. The total negative slack is 0 ns.

Setup repair after global routing left no endpoint under its margin. The final-report setup violation count is 0. The worst hold slack across all endpoints is -0.116 ns.

The count of pins over their slew limit is 0.

Place
Per the detailed placement report, the placed cell area equals 1140 um2. The placer's final routability congestion estimate is 0.768. Logged for this run, the post-placement worst setup slack is 0.132 ns. The half-perimeter wire length after placement is 1270 um. The count of buffers added on input and output ports is 15. In this run, placement finished with an instance count of 175.

Drt
The number of antenna cells inserted is 0. The routed design has 1630 um of wire. Nets still carrying antenna violations after routing amount to 0. The per-cell via count in the routed design is 3.05. The number of detailed-route iterations in the first pass is 4. The number of DRC violations after detailed routing is 0. The per-cell routed wire length is 8.78 um. The number of DRC markers after the initial detailed-route iteration is 31. Summing over every cut layer, the via total after detailed routing is 568.

Clocking
The post-CTS hold buffer count recorded in the log is 0. The TritonCTS clock tree is built. Clock-pin slew was measured on the worst setup and hold paths at 0.05 ns. Per the skew report, the later register of the worst-skew pair sees a clock latency of 0.34 ns.

GRT
Summed over all layers, the global routing overflow is 0. The first global-routing pass estimated 2790 um of wire. The initial antenna violation count is 0. Overall routing resource usage recorded by global route was 0.0332.

The number of global-route vias before repair is 622. The largest net degree at the start of global routing is 11.

Finish
The end-of-flow core utilization is 0.198. The number of flip-flops in the largest register is 4. Per the run report, area growth between synthesis and finish was 19.7%. The largest registers in the layout are M.state (4), B.state (3).

The final standard cell count with taps included and fillers excluded is 186. The post-route cell area is 1240 um2. Ranked by flip-flop count, first place goes to M.state. The layout summary lists the proportion of cells stronger than drive strength 1 as 0.284. In the layout the commonest cells are 20 x sky130_fd_sc_hd__conb_1, 15 x sky130_fd_sc_hd__dfrtp_1, 7 x sky130_fd_sc_hd__nor2_1, 7 x sky130_fd_sc_hd__clkbuf_2, 6 x sky130_fd_sc_hd__clkbuf_8. The most instantiated logic cell after routing is sky130_fd_sc_hd__conb_1.

Min path
Checking hold timing, the worst path is listed with class clock port to flip-flop. The worst hold path passes through 2 cells. The worst hold path terminates at divider.clk_b$_DFF_P_.

The worst hold path startpoint is clk_a.

Job
The number of warnings reported in the stage logs is 26. The number of violations of the max-capacitance limit is 0.

Die
The number of rows in the core area is 29. The initial utilization of the core area, before any placement, comes to 0.165. In this run the standard cell core region covers 6280 um2. The I/O pin total is 35. The die height is 100 um. The horizontal die size is 100 um. The die covers 10,000 um2.

Run status
The checks that failed: hold timing. The flow ran to the end, but the final reports show violations.
## timing repair
action | 4_1_cts | 5_1_grt
gates resized | 31 | 13
buffers inserted | 4 | 0
setup endpoints to repair | 13 | 14
cloned | 1 | 0
## cell families after synthesis
kind of cell           count (synthesis)  synth area share
and+or+nand+nor                       19            0.0942
other                                  1           0.00362
DFF                                   23             0.577
AOI/OAI and AO/OA                     13            0.0821
buffers and inverters                 36             0.243
## worst reg2reg max path, stage by stage (launching register included)
cell and delay [ns]:
sky130_fd_sc_hd__dfstp_2 0.54, sky130_fd_sc_hd__nor2_1 0.06, sky130_fd_sc_hd__nor2_1 0.09
## final cells by class
type	count	area, um2
flip-flops and latches	23	598
well taps	77	96.3
multi-input cells	52	258
inverters	5	18.8
clock buffers	7	86.3
fillers	675	5040
repair buffers	22	183
## worst max-delay path by stage
| stage | end | startpoint | slack (ns) |
|---|---|---|---|
| 6_report | result[3] | M.result[3]$_DFFE_PP_ | 0.07 |
| 5_1_grt | result[14] | M.result[3]$_DFFE_PP_ | 0.009 |
| 4_1_cts | result[10] | M.result[3]$_DFFE_PP_ | -0.02 |
## synth_stat cells
library cell	n
sky130_fd_sc_hd__o21ai_0	1
sky130_fd_sc_hd__nand2_2	1
sky130_fd_sc_hd__buf_4	31
sky130_fd_sc_hd__o221a_1	1
sky130_fd_sc_hd__edfxtp_1	5
sky130_fd_sc_hd__nand3_1	1
sky130_fd_sc_hd__a21o_1	4
sky130_fd_sc_hd__nor2b_2	1
sky130_fd_sc_hd__and2_1	2
sky130_fd_sc_hd__inv_1	4
sky130_fd_sc_hd__nor2_1	7
sky130_fd_sc_hd__dfstp_2	2
sky130_fd_sc_hd__nand2_1	2
sky130_fd_sc_hd__nor3b_1	1
sky130_fd_sc_hd__nor3_1	1
sky130_fd_sc_hd__nand2b_1	2
sky130_fd_sc_hd__nor2b_1	1
sky130_fd_sc_hd__o22a_1	1
sky130_fd_sc_hd__dfrtp_1	15
sky130_fd_sc_hd__conb_1	1
sky130_fd_sc_hd__dfxtp_1	1
sky130_fd_sc_hd__a21oi_1	4
sky130_fd_sc_hd__o21ai_1	2
sky130_fd_sc_hd__inv_2	1
## layer usage
metal / GRT usage / vias up / part of all wire
li1: - / 280 / -
met1: 0.0444 / 257 / 0.51
met2: 0.0428 / 31 / 0.37
met3: 0.0250 / 0 / 0.12
met4: 0.00435 / 0 / 0
met5: 0 / - / 0
## power by group through the flow
stage                 Combinational [mW]  Sequential (mW)  Clock [mW]
after global routing              0.0394            0.377       0.540
after CTS                         0.0355            0.376       0.512
final                             0.0318            0.376       0.496
Power and IR drop assume default switching activity.
