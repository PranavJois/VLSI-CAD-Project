==> /design/flow/run.sh <==
#!/bin/bash
# OpenROAD 26Q1-2900-gdf79404cd8, Yosys 0.63+post, stock flow scripts
make -C /OpenROAD-flow-scripts/flow DESIGN_CONFIG=/design/flow/config.mk WORK_HOME=/design/flow/orfs finish
==> /design/flow/config.mk <==
export PLATFORM = sky130hd
export DESIGN_NAME = cdc_handshake_ctrl
export DESIGN_NICKNAME = cdc_handshake_ctrl
export VERILOG_FILES = /design/flow/design.v
export SDC_FILE = /design/flow/constraint.sdc
export NUM_CORES = 4
export LEC_CHECK = 1
export CORE_AREA = 10 10 70 70
export DIE_AREA = 0 0 80 80
==> /design/flow/constraint.sdc <==
current_design cdc_handshake_ctrl

set clk_period 1.3
set clk_io_pct 0.2

create_clock -name clk0 -period $clk_period [get_ports {dst_clk}]
create_clock -name clk1 -period $clk_period [get_ports {src_clk}]

set non_clock_inputs [all_inputs -no_clocks]
set_input_delay [expr $clk_period * $clk_io_pct] -clock clk0 $non_clock_inputs
set_output_delay [expr $clk_period * $clk_io_pct] -clock clk0 [all_outputs]
==> /design/flow/design.v <==
module bit_sync (
    input  wire clk,
    input  wire rst,
    input  wire d,
    output reg  q
);
    reg q1;
    always @(posedge clk or posedge rst) begin
        if (rst) begin
            q1 <= 1'b0;
            q  <= 1'b0;
        end else begin
            q1 <= d;
            q  <= q1;
        end
    end
endmodule
module cdc_handshake_ctrl (
    input  wire src_clk,
    input  wire src_rst,
    input  wire src_req,
    output reg  src_ready,
    input  wire dst_clk,
    input  wire dst_rst,
    output reg  dst_valid,
    input  wire dst_done
);
    reg req_src;
    reg ack_dst;
    wire req_dst_sync;
    wire ack_src_sync;
    bit_sync sync_req (.clk(dst_clk), .rst(dst_rst), .d(req_src), .q(req_dst_sync));
    bit_sync sync_ack (.clk(src_clk), .rst(src_rst), .d(ack_dst), .q(ack_src_sync));
    always @(posedge src_clk or posedge src_rst) begin
        if (src_rst) begin
            req_src   <= 1'b0;
            src_ready <= 1'b1;
        end else begin
            if (src_req && src_ready) begin
                req_src   <= 1'b1;
                src_ready <= 1'b0;
            end else if (ack_src_sync) begin
                req_src   <= 1'b0;
                src_ready <= 1'b1;
            end
        end
    end
    always @(posedge dst_clk or posedge dst_rst) begin
        if (dst_rst) begin
            dst_valid <= 1'b0;
            ack_dst   <= 1'b0;
        end else begin
            if (req_dst_sync && !dst_valid)
                dst_valid <= 1'b1;
            if (dst_valid && dst_done) begin
                dst_valid <= 1'b0;
                ack_dst   <= 1'b1;
            end else begin
                ack_dst <= 1'b0;
            end
        end
    end
endmodule
==> results.py <==
# Flow results
metrics = {
    "run_status": {
        "outcome": "completed",
    },
    "critical_path": {
        "timing.critical_path.from_type": "register",
        "cp_slowest_stage_delay_ns": 0.51,
        "worst_setup_path_end_kind": "output pin",
        "critical_path_class": "register to output pin",
        "regToRegSetupSlack_ns": 0.45,
        "crit_family": "flip-flops",
        "critical_path_buf_inv_count": 1,
        "critical_path.cell_chain": "dlygate4sd2_1",
        "cp_data_required_time_ns": 1.04,
        "timing.critical_path.arrival_ns": 0.94,
        "critical_path.slowest_cell": "dfstp_2",
        "worst-path-max-fanout": 2,
    },
    "power": {
        "power.leakage_nw": 0.1890,
        "net_switching_share_of_the_total_power_pct": 23.83,
        "power_report.internal_total_w": 0.0007004,
        "worst_ir_drop_vdd_v": 0.0006978,
        "power_frac_comb_pct": 19.4,
        "totalPowerFinal_w": 0.0009196,
        "p_sw_w": 0.0002192,
        "share_seq_of_total_power_pct": 45.2,
        "power-per-cell-area_nw_per_um2": 2155,
        "share_clk_of_total_power_pct": 35.3,
    },
    "placed_design": {
        "placement.setup.worst_slack_ns": 0.05952,
        "count_of_buffers_from_port_buffering": 6,
        "place.detailed.hpwl_um": 423.4,
        "global_placement_routability_congestion": 0.7162,
        "dpl-instance-area_um2": 365.4,
    },
    "routing": {
        "routedWlPerCell_um": 7.744,
        "antenna_cell_count": 0,
        "routed-via-count": 173,
        "firstDrtPassIters": 2,
        "initialDrtViolationCount": 7,
        "sum_of_routed_wire_length_over_all_layers_um": 604,
        "detail-route-antenna-nets": 0,
        "via_per_inst": 2.218,
        "route.detailed.drc": 0,
    },
    "synth": {
        "synth_seq_share_pct": 81.31,
        "top_area_share_pct": 70.71,
        "synth.yosys.chip_area_um2": 247.7,
        "most_used_standard_cell_by_instance_count_after_synthesis": "dfrtp_1",
        "edf_count": 0,
        "yosysUniqueCellTypes": 9,
        "yosys_cells": 17,
        "synth_area_leader_cell": "dfrtp_1",
        "synth-main-ff-cell": "dfrtp_1",
        "top_cells_by_area": "dfrtp_1 (71%), dfstp_2 (11%), inv_1 (4.5%), and2_4 (3.5%), o21a_1 (3.0%)",
        "yosysWarningCount": 2,
        "mappedNetlistArea_um2": 247.7,
        "synth_flop_count": 8,
        "synth.cells.most_frequent": "dfrtp_1 (7), inv_1 (3)",
        "syn-instance-count": 17,
        "mean_cell_area_of_the_mapped_netlist_um2": 14.57,
        "asyncSetResetFlopFracSynth_pct": 100.0,
    },
    "sta": {
        "final_setup_violations": 0,
        "final.setup.tns_ns": 0,
        "rsz0062_at_grt": "false",
        "timing_max_transition_violations_final": 0,
        "final.setup_skew_ns": 0.003405,
        "timing.max_slew.rel_slack_pct": 89.07,
        "worst_slew_pin_slew_ns": 0.1623,
        "finalHoldWorstSlack_ns": 0.1993,
        "report.final.hold_viol_count": 0,
        "final.setup.worst_slack_ns": 0.09827,
    },
    "layout": {
        "flow.area_growth_from_synthesis_pct": 72.22,
        "drive_gt1_share_pct": 34.38,
        "finalInstanceArea_um2": 426.7,
        "layout.area.seq_um2": 201.4,
        "logic_area_um2": 35.03,
        "fillerInstances": 396,
    },
    "global_routing": {
        "grt_overflow_total": 0,
        "grt_max_degree": 5,
        "global_route.usage.total_pct": 2.261,
        "grt_pass1_vias": 239,
        "grt_antenna_before_repair": 0,
        "grt_pass1_wl_mm": 1.028,
    },
    "floorplan": {
        "count_of_pins_on_the_block_boundary": 8,
        "core_box_area_um2": 3416,
        "fp.dieW_um": 80,
        "rows": 21,
        "fp.dieArea_um2": 6400,
        "initial_core_util_pct": 7.253,
        "chipHeight_um": 80,
    },
    "clock_network": {
        "post_cts_hold_buffer_count": 0,
        "clock_sink_count": 8,
        "clock_tree_from_tritoncts": "done",
        "clkTransAtPathRegs_ns": 0.04,
    },
    "job": {
        "timing.max_cap.violations": 0,
        "warnings": 26,
    },
    "min_path": {
        "hp-class": "primary input to asynchronous set/reset pin",
    },
}
==> routing by layer <==
| layer | global-route usage [%] | up-vias | part of all wire [%] |
|---|---|---|---|
| met3 | 2.727 | 0 | 18 |
| met4 | 0.7042 | 0 | 0 |
| li1 | - | 82 | - |
| met5 | 0 | - | 0 |
| met1 | 2.370 | 77 | 45 |
| met2 | 2.729 | 14 | 36 |
==> through the flow <==
stage	std cells	utilization, %
after floorplan	17	-
after global placement	69	10.70
after CTS	78	12.49
after global routing	78	12.49
after detailed placement	69	10.70
final	78	12.49
==> layout by cell type (no fill, tap or decap), drive strengths merged <==
| cell type | instances |
|---|---|
| clkdlybuf4s50 | 4 |
| buf | 2 |
| clkbuf | 7 |
| nor2 | 2 |
| o21a | 1 |
| dlygate4sd2 | 2 |
| dfstp | 1 |
| nand2 | 1 |
| inv | 3 |
| dfrtp | 7 |
| and2 | 1 |
| o21ai | 1 |
==> sequential cells by signal, indices dropped and copies added, names as in the netlist <==
name and count:
ack_dst 1, dst_valid 1, req_src 1, src_ready 1, sync_ack.q 1, sync_ack.q1 1
sync_req.q 1, sync_req.q1 1
==> area by class of cell <==
class                      instances  share of cell area (%)
sequential                         8                   47.21
tap                               46                   13.49
multi-input combinational          6                   8.211
inverter                           3                   2.639
clock buffer                       7                   11.44
timing repair buffer               8                   17.01
==> worst paths after layout <==
| kind | from | endpoint | depth (start not counted) |
|---|---|---|---|
| worst max-delay path | src_ready | src_ready | 1 |
| worst min-delay path | dst_rst | ack_dst | 2 |
| worst max register to register | src_ready | src_ready | 3 |
| worst min register to register | sync_req.q1 | sync_req.q | 0 |
| max in group clk1 | src_ready | src_ready | 3 |
| max in group asynchronous | src_rst | src_ready | 2 |
| min in group clk0 | sync_req.q1 | sync_req.q | 0 |
| min in group clk1 | sync_ack.q1 | sync_ack.q | 0 |
==> what timing repair did <==
action                                  CTS  global route
endpoints found under the hold margin     0             0
gates resized                             2             0
buffers inserted                          2             0
endpoints found under the setup margin    2             0
==> kinds of logic (layout without fill, tap and decap cells) <==
logic type	Yosys count	after routing	synth area share [%]
AND/OR/NAND/NOR	4	4	9.090
buffers and inverters	3	18	4.545
AND-OR/OR-AND	2	2	5.050
flip-flops	8	8	81.32
==> power groups by stage <==
stage | combinational, W | clock [W] | sequential, W
4_1_cts | 0.000185 | 0.000345 | 0.000419
5_1_grt | 0.000203 | 0.000377 | 0.000433
6_report | 0.000179 | 0.000325 | 0.000416
Power and IR drop assume default switching activity.
